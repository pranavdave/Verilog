<file path="flow/config.mk">
export PLATFORM = sky130hd
export DESIGN_NAME = fast_sq_inv
export DESIGN_NICKNAME = fast_sq_inv
export VERILOG_FILES = /design/flow/design.v
export SDC_FILE = /design/flow/constraint.sdc
export NUM_CORES = 4
export LEC_CHECK = 1
export CORE_UTILIZATION = 30
</file>
<file path="flow/constraint.sdc">
current_design fast_sq_inv

set clk_period 25.2
set clk_io_pct 0.2

create_clock -name clk0 -period $clk_period [get_ports {clk}]

set non_clock_inputs [all_inputs -no_clocks]
set_input_delay [expr $clk_period * $clk_io_pct] -clock clk0 $non_clock_inputs
set_output_delay [expr $clk_period * $clk_io_pct] -clock clk0 [all_outputs]
</file>
<file path="flow/run.sh">
#!/bin/bash
# OpenROAD 26Q1-2900-gdf79404cd8, Yosys 0.63+post, stock flow scripts
make -C /OpenROAD-flow-scripts/flow DESIGN_CONFIG=/design/flow/config.mk WORK_HOME=/design/flow/orfs finish
</file>
<file path="flow/design.v">
`timescale 1ns / 1ps
module fast_sq_inv(input clk,
output reg[31:0]y4);
wire[31:0]x;
reg[31:0]magic=32'h5f3759df;
wire[31:0]shift_x;
wire[31:0]y0;
reg [31:0] dedh=32'h3fc00000;
reg [31:0] adha=32'h3f000000;
assign x=32'h40800000;  
assign shift_x=x>>1;
assign y0=magic-shift_x;
reg [31:0]y_in;
wire [31:0]y_out;
wire [31:0] temp11,temp12,temp13,temp14,temp15;
reg [3:0]count_clk;
initial count_clk=0;
always@(posedge clk)
begin
if(count_clk ==0)
y_in=y0;
if(count_clk==4)
y_in=y_out;
if(count_clk==8)
y_in=y_out;
if(count_clk==12)
y_in=y_out;
if(count_clk==15)
y4=y_out;
count_clk=count_clk+1;
end
floating_multiplication floating_multiplication11(clk,y_in,dedh,temp11);			 
floating_multiplication floating_multiplication12(clk,x,adha,temp12);				 
floating_multiplication floating_multiplication13(clk,y_in,y_in,temp13);			 
floating_multiplication floating_multiplication14(clk,y_in,temp12,temp14);			 
floating_multiplication floating_multiplication15(clk,temp13,temp14,temp15);		 
floating_adder add11(clk,temp11,{1'b1,temp15[30:0]},y_out);							 
endmodule
`timescale 1ns / 1ps
module floating_adder(input clk,
input wire [31:0]a,
input wire [31:0]b,
output reg [31:0]sum
);
reg control;   
reg [24:0]buffer_sum;
reg [23:0]a_buff_m;                    
reg [23:0]b_buff_m;                    
reg [7:0]a_buff_e;                    
reg [7:0]b_buff_e;                    
reg [7:0]expo_compare_agb;          
reg [7:0]expo_compare_bga;          
reg sub_sign_compare_buffer;     
reg test_equal;
always@(posedge clk)
begin
if(a[31]+b[31]==0)
begin
control=0;
end
else if (a[31]+b[31] ==2'b10)
begin
control=0;
end
else
begin
control=1;
end
end
always@(negedge clk)
begin
expo_compare_agb = a[30:23]-b[30:23];    
expo_compare_bga = b[30:23]-a[30:23];    
a_buff_m = {1'b1,a[22:0]};
b_buff_m = {1'b1,b[22:0]};
a_buff_e = a[30:23];
b_buff_e = b[30:23];
if(control==0)   
begin
sum[31]=a[31];           
if(a[30:23]==b[30:23])   
begin
buffer_sum[24:0]=a_buff_m[23:0]+b_buff_m[23:0];
    if(buffer_sum[24]==1)
	begin
	sum[22:0]=buffer_sum[23:1];
    sum[30:23]=a[30:23]+1;
    end
	else
	begin
    sum[22:0]=buffer_sum[22:0];
	sum[30:23]=a[30:23];
	end
end
else if(a[30:23]>b[30:23])    
begin
    b_buff_m = b_buff_m>>expo_compare_agb;
    b_buff_e[7:0] = b_buff_e[7:0]+expo_compare_agb;
    buffer_sum[24:0]=a_buff_m[23:0]+b_buff_m[23:0];
	if(buffer_sum[24]==1)
	begin
	sum[22:0]=buffer_sum[23:1];
	sum[30:23]=a[30:23]+1;
	end
	else
	begin
	sum[22:0]=buffer_sum[22:0];
	sum[30:23]=a[30:23];
	end
end
else                     
begin
   a_buff_m = a_buff_m>>expo_compare_bga;
   a_buff_e[7:0] = a_buff_e[7:0]+expo_compare_bga;
    buffer_sum[24:0]=a_buff_m[23:0]+b_buff_m[23:0];
    if(buffer_sum[24]==1)
	begin
	sum[22:0]=buffer_sum[23:1];
    sum[30:23]=b[30:23]+1;
    end
	else
	begin
    sum[22:0]=buffer_sum[22:0];
	sum[30:23]=b[30:23];
	end
end
end
else         
begin
if(b[30:23]==a[30:23])
	begin
		sum[31]=a[31];
	end	
else if(a[30:23]>b[30:23])   		 
	begin
		b_buff_m = b_buff_m>>expo_compare_agb;
		b_buff_e[7:0] = b_buff_e[7:0]+expo_compare_agb;
		sum[31]=a[31];
	end
else if(b[30:23]>a[30:23])		 
	begin
		a_buff_m = a_buff_m>>expo_compare_bga;
		a_buff_e[7:0] = a_buff_e[7:0]+expo_compare_bga;
		sum[31]=b[31];
   end
if(a[30:23]==b[30:23])
test_equal=1;
	if(a_buff_m>b_buff_m)
	begin
		buffer_sum[23:0]=a_buff_m[23:0]-b_buff_m[23:0];
	end
	else
	begin
		sum[31]=b[31];
		buffer_sum[23:0]=b_buff_m[23:0]-a_buff_m[23:0];
	end
	if(buffer_sum[23]==1)
	begin
	sum[22:0]=buffer_sum[22:0];
	sum[30:23]=b_buff_e[7:0];
	end
	else if (buffer_sum[22]==1)
	begin
	sum[30:23]=b_buff_e[7:0]-1;
	sum[22:0]=buffer_sum<<1;
	end
	else if (buffer_sum[21]==1)
	begin
	sum[30:23]=b_buff_e[7:0]-2;
	sum[22:0]=buffer_sum<<2;
	end
	else if (buffer_sum[20]==1)
	begin
	sum[30:23]=b_buff_e[7:0]-3;
	sum[22:0]=buffer_sum<<3;
	end
	else if (buffer_sum[19]==1)
	begin
	sum[30:23]=b_buff_e[7:0]-4;
	sum[22:0]=buffer_sum<<4;
	end
	else if (buffer_sum[18]==1)
	begin
	sum[30:23]=b_buff_e[7:0]-5;
	sum[22:0]=buffer_sum<<5;
	end
	else if (buffer_sum[17]==1)
	begin
	sum[30:23]=b_buff_e[7:0]-6;
	sum[22:0]=buffer_sum<<6;
	end
	else if (buffer_sum[16]==1)
	begin
	sum[30:23]=b_buff_e[7:0]-7;
	sum[22:0]=buffer_sum<<7;
	end
	else if (buffer_sum[15]==1)
	begin
	sum[30:23]=b_buff_e[7:0]-8;
	sum[22:0]=buffer_sum<<8;
	end
	else if (buffer_sum[14]==1)
	begin
	sum[30:23]=b_buff_e[7:0]-9;
	sum[22:0]=buffer_sum<<9;
	end
	else if (buffer_sum[13]==1)
	begin
	sum[30:23]=b_buff_e[7:0]-10;
	sum[22:0]=buffer_sum<<10;
	end
	else if (buffer_sum[12]==1)
	begin
	sum[30:23]=b_buff_e[7:0]-11;
	sum[22:0]=buffer_sum<<11;
	end
	else if (buffer_sum[11]==1)
	begin
	sum[30:23]=b_buff_e[7:0]-12;
	sum[22:0]=buffer_sum<<12;
	end
	else if (buffer_sum[10]==1)
	begin
	sum[30:23]=b_buff_e[7:0]-13;
	sum[22:0]=buffer_sum<<13;
	end
	else if (buffer_sum[9]==1)
	begin
	sum[30:23]=b_buff_e[7:0]-14;
	sum[22:0]=buffer_sum<<14;
	end
	else if (buffer_sum[8]==1)
	begin
	sum[30:23]=b_buff_e[7:0]-15;
	sum[22:0]=buffer_sum<<15;
	end
	else if (buffer_sum[7]==1)
	begin
	sum[30:23]=b_buff_e[7:0]-16;
	sum[22:0]=buffer_sum<<16;
	end
	else if (buffer_sum[6]==1)
	begin
	sum[30:23]=b_buff_e[7:0]-17;
	sum[22:0]=buffer_sum<<17;
	end
	else if (buffer_sum[5]==1)
	begin
	sum[30:23]=b_buff_e[7:0]-18;
	sum[22:0]=buffer_sum<<18;
	end
	else if (buffer_sum[4]==1)
	begin
	sum[30:23]=b_buff_e[7:0]-19;
	sum[22:0]=buffer_sum<<19;
	end
	else if (buffer_sum[3]==1)
	begin
	sum[30:23]=b_buff_e[7:0]-20;
	sum[22:0]=buffer_sum<<20;
	end
	else if (buffer_sum[2]==1)
	begin
	sum[30:23]=b_buff_e[7:0]-21;
	sum[22:0]=buffer_sum<<21;
	end
	else if (buffer_sum[1]==1)
	begin
	sum[30:23]=b_buff_e[7:0]-20;
	sum[22:0]=buffer_sum<<20;
	end
	else
	begin
	sum[30:23]=b_buff_e[7:0]-21;
	sum[22:0]=buffer_sum<<21;
	end
end
end
endmodule
`timescale 1ns / 1ps
module floating_multiplication(input clk,
input wire [31:0]a,
input wire [31:0]b,
output reg [31:0]product
);
wire [47:0] buff;   
wire [23:0]temp_a; 
wire [23:0]temp_b; 
assign temp_a={1'b1,a[22:0]};
assign temp_b={1'b1,b[22:0]};
assign buff=temp_a*temp_b;      
always@(posedge clk)
begin
if(a[30:23]==0)
product=0;
else if(b[30:23]==0)
product=0;
else if(a[30:23]==8'hff)
product=32'h7f800000;
else if(b[30:23]==8'hff)
product=32'h7f800000;
else
begin
product[31] = a[31]^b[31];                
product[30:23] = a[30:23]+b[30:23]-127;  
if(buff[47]==1)
begin
product[22:0] = buff[46:24];
product[30:23] = a[30:23]+b[30:23]-127+1;
end
else if(buff[46]==1)
begin
product[22:0] = buff[45:23];
product[30:23] = a[30:23]+b[30:23]-127;
end
else if(buff[45]==1)
begin
product[22:0] = buff[44:22];
product[30:23] = a[30:23]+b[30:23]-127-1;
end
else if(buff[44]==1)
begin
product[22:0] = buff[43:21];
product[30:23] = a[30:23]+b[30:23]-127-2;
end
else if(buff[43]==1)
begin
product[22:0] = buff[42:20];
product[30:23] = a[30:23]+b[30:23]-127-3;
end
else if(buff[42]==1)
begin
product[22:0] = buff[41:19];
product[30:23] = a[30:23]+b[30:23]-127-4;
end
else if(buff[41]==1)
begin
product[22:0] = buff[40:18];
product[30:23] = a[30:23]+b[30:23]-127-5;
end
else if(buff[40]==1)
begin
product[22:0] = buff[39:17];
product[30:23] = a[30:23]+b[30:23]-127-6;
end
else if(buff[39]==1)
begin
product[22:0] = buff[38:16];
product[30:23] = a[30:23]+b[30:23]-127-7;
end
else if(buff[38]==1)
begin
product[22:0] = buff[37:15];
product[30:23] = a[30:23]+b[30:23]-127-8;
end
else if(buff[37]==1)
begin
product[22:0] = buff[36:14];
product[30:23] = a[30:23]+b[30:23]-127-9;
end
else if(buff[36]==1)
begin
product[22:0] = buff[35:13];
product[30:23] = a[30:23]+b[30:23]-127-10;
end
else if(buff[35]==1)
begin
product[22:0] = buff[34:12];
product[30:23] = a[30:23]+b[30:23]-127-11;
end
else if(buff[34]==1)
begin
product[22:0] = buff[33:11];
product[30:23] = a[30:23]+b[30:23]-127-12;
end
else if(buff[33]==1)
begin
product[22:0] = buff[32:10];
product[30:23] = a[30:23]+b[30:23]-127-13;
end
else if(buff[32]==1)
begin
product[22:0] = buff[31:9];
product[30:23] = a[30:23]+b[30:23]-127-14;
end
else if(buff[31]==1)
begin
product[22:0] = buff[30:8];
product[30:23] = a[30:23]+b[30:23]-127-15;
end
else if(buff[30]==1)
begin
product[22:0] = buff[29:7];
product[30:23] = a[30:23]+b[30:23]-127-16;
end
else if(buff[29]==1)
begin
product[22:0] = buff[28:6];
product[30:23] = a[30:23]+b[30:23]-127-17;
end
else if(buff[28]==1)
begin
product[22:0] = buff[27:5];
product[30:23] = a[30:23]+b[30:23]-127-18;
end
else if(buff[27]==1)
begin
product[22:0] = buff[26:4];
product[30:23] = a[30:23]+b[30:23]-127-19;
end
else if(buff[26]==1)
begin
product[22:0] = buff[25:3];
product[30:23] = a[30:23]+b[30:23]-127-20;
end
else if(buff[25]==1)
begin
product[22:0] = buff[24:2];
product[30:23] = a[30:23]+b[30:23]-127-21;
end
else if(buff[24]==1)
begin
product[22:0] = buff[23:1];
product[30:23] = a[30:23]+b[30:23]-127-22;
end
else
begin
product[22:0] = buff[22:0];
product[30:23] = a[30:23]+b[30:23]-127-23;
end
end
end
endmodule
</file>
==> flow_metrics.env <==
# physical design summary
export IMPL_synth_top_cell_by_area="fa_1"
export IMPL_total_power_mw=0.7951
export IMPL_syn_to_final_growth_pct=7.308
export IMPL_synthTopCellsByArea="fa_1, ha_1, inv_1"
export IMPL_post_dp_cell_area_sq_mm=0.08005
export IMPL_via_count=73600
export IMPL_drv_cap=0
export IMPL_viasPerCell=5.723
export IMPL_dp_slack_ns=2.998
export IMPL_layout_cells_non_filler=12860
export IMPL_warnings=147
export IMPL_fp_row_count=183
export IMPL_initCoreUtil_pct=30.27
export IMPL_cts_buffer_depth=3
export IMPL_synth_async_reset_ratio_pct=0
export IMPL_drtAntennaViolNets=0
export IMPL_drt_pass1_iter_count=7
export IMPL_clkSlewWorstSetupHoldPaths_ns=0.07
export IMPL_crit_required_ns=13.08
export IMPL_grt_start_max_net_pins=57
export IMPL_cp_max_fo=27
export IMPL_skew_ns=0.06543
export IMPL_cts_root_buffer_cell="clkbuf_16"
export IMPL_synth_seq_share_pct=6.851
export IMPL_tightest_slew_ns=1.260
export IMPL_ys_flop_type="dfxtp_1"
export IMPL_yosys_area_sq_mm=0.07554
export IMPL_p_leak_nw=31.13
export IMPL_ir_worst_vdd_uv=38.03
export IMPL_grt_pass1_vias=72040
export IMPL_dp_hpwl_mm=211.1
export IMPL_core_sq_mm=0.2496
export IMPL_syn_area_sq_mm=0.07554
export IMPL_combGateArea_sq_mm=0.06310
export IMPL_drive_gt1_share_pct=6.184
export IMPL_cp_top_family="AND-OR/OR-AND gates"
export IMPL_boundaryPins=33
export IMPL_ys_cells=9830
export IMPL_dpl_cell_count=12770
export IMPL_power_density_mw_per_mm2=9.809
export IMPL_ctsHtreeMaxLevel=1
export IMPL_flop_area_sq_mm=0.005176
export IMPL_first_iter_violations=7909
export IMPL_grt_pass1_wl_mm=443.6
export IMPL_place_gp_congestion=1.031
export IMPL_end_kind="flop"
export IMPL_track_usage_pct=23.05
export IMPL_syn_avg_cell_area_sq_um=7.684
export IMPL_chipArea_sq_mm=0.2538
export IMPL_slowest_stage="ha_1"
export IMPL_antenna_found_initial=25
export IMPL_yosysTopAreaCellShare_pct=24.38
export IMPL_clk_latency_ns=0.64
export IMPL_edf_count=65
export IMPL_cts_setup_buffers=0
export IMPL_wl_mm=288.0
export IMPL_min_path_type="flop to flop"
export IMPL_die_h_um=503.8
export IMPL_cp_arrival_ns=10.50
export IMPL_final_util_pct=32.48
export IMPL_cts_buffers=27
export IMPL_cts_tree="yes"
export IMPL_cts_repair_resized=0
export IMPL_grt_setup_unrepaired="no"
export IMPL_drv_slew=0
export IMPL_setup_violations=0
export IMPL_whs_ns=0.4300
export IMPL_finalInstanceArea_sq_mm=0.08106
export IMPL_hold_buffers=0
export IMPL_cp_num_buf_inv=1
export IMPL_synthDistinctLibCells=121
export IMPL_ys_ff=226
export IMPL_gr_total_overflow=0
export IMPL_worst_path_largest_cell_delay_ns=0.87
export IMPL_cp_start_kind="flop"
export IMPL_die_width_um=503.8
export IMPL_hold_viol=0
export IMPL_drc_errors=0
export IMPL_io_buffers=32
export IMPL_run_status="finished clean"
export IMPL_worstSetupPathType="flop to flop"
export IMPL_relSlewSlack_pct=14.92
export IMPL_yosys_warnings=3
export IMPL_cts_sinks=226
export IMPL_synthCells=9830
export IMPL_fillerInstances=26520
export IMPL_worst_slack_ns=2.578
export IMPL_fin_tns_setup_ns=0
export IMPL_wl_per_cell_um=22.39
==> layer usage <==
layer  routed length (um)  track usage [%]  up-vias
met5                  253           0.3191        -
met4                15950            10.16       22
met3                34590            7.739      903
met2               121000            33.01     4409
met1               116200            31.92    34960
li1                     -                -    33310
==> final cells by class <==
type | count | area share [%]
diodes | 7 | 0.02161
clock buffers | 35 | 0.9740
well taps | 3330 | 5.140
clock inverters | 46 | 0.2562
multi-input cells | 7573 | 77.85
flip-flops and latches | 226 | 6.386
repair buffers | 358 | 3.414
inverters | 1286 | 5.955
==> sequential cells by signal, summed over array words and instances, names as in the netlist <==
register                           count
floating_multiplication15.product     31
count_clk                              4
floating_multiplication14.product     31
add11.control                          1
y_in                                  32
floating_multiplication11.product     32
y4                                    32
floating_multiplication13.product     31
add11.sum                             32
==> cell families (layout without fill, tap and decap cells) <==
family | count (synthesis) | count (layout) | synth area share [%]
flip-flops | 226 | 226 | 6.851
AND/OR/NAND/NOR | 2779 | 2779 | 17.70
other | 0 | 7 | 0
XOR/XNOR | 345 | 345 | 4.050
adder cells (fa/ha/maj) | 1511 | 1511 | 34.17
buffers and inverters | 2031 | 1725 | 10.37
AND-OR/OR-AND | 2780 | 2780 | 24.70
multiplexers | 158 | 158 | 2.160
==> path summary, 6_finish.rpt <==
| path | start | end | slack [ns] | cells after the start |
|---|---|---|---|---|
| min reg2reg | count_clk[0] | count_clk[0] | 0.43 | 1 |
| max reg2reg | floating_multiplication15.product[23] | add11.sum[8] | 2.58 | 29 |
| max | floating_multiplication15.product[23] | add11.sum[8] | 2.58 | 29 |
| min | count_clk[0] | count_clk[0] | 0.43 | 1 |
==> power breakdown <==
group | internal [mW] | switching, mW
Clock | 0.229 | 0.194
Combinational | 0 | 0
Sequential | 0.372 | 0
Total | 0.601 | 0.194
==> synth_stat cells, drive strengths merged (49+ instances only) <==
master      n
inv      1276
nand2     923
fa        920
a21oi     670
ha        591
clkbuf    570
o21ai     569
nor2      559
and2      550
xnor2     260
nor3      204
a211oi    187
nand3     185
o211ai    177
buf       174
dfxtp     161
a31oi     136
mux2i     136
o22ai     107
o221ai    103
a21o      102
a221oi     85
xor2       85
o2111ai    66
edfxtp     65
o21a       64
a311oi     60
o311ai     57
nand2b     56
nand4      54
and3       52
o31ai      50
a2111oi    49
or3        49
==> layout by cell type (no fill, tap or decap), types with 56 or more instances in the layout <==
| master | count |
|---|---|
| dfxtp_1 | 160 |
| and2_1 | 546 |
| fa_1 | 920 |
| mux2i_1 | 132 |
| nand2_1 | 919 |
| o221ai_1 | 102 |
| o211ai_1 | 176 |
| o21ai_0 | 525 |
| buf_4 | 326 |
| a221oi_1 | 82 |
| o21a_1 | 64 |
| a211oi_1 | 184 |
| a31oi_1 | 135 |
| nand2b_1 | 56 |
| ha_1 | 590 |
| inv_1 | 1304 |
| o2111ai_1 | 66 |
| a21o_1 | 102 |
| o22ai_1 | 107 |
| a311oi_1 | 57 |
| nor2_1 | 546 |
| nor3_1 | 195 |
| nand3_1 | 184 |
| xnor2_1 | 223 |
| edfxtp_1 | 65 |
| a21oi_1 | 659 |
| xor2_1 | 68 |
Power is estimated from default activity; no workload was simulated.
